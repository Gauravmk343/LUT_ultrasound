--- /design/flow/run.sh ---
#!/bin/bash
# OpenROAD 26Q1-2900-gdf79404cd8, Yosys 0.63+post, stock flow scripts
make -C /OpenROAD-flow-scripts/flow DESIGN_CONFIG=/design/flow/config.mk WORK_HOME=/design/flow/orfs finish
--- /design/flow/config.mk ---
export PLATFORM = sky130hd
export DESIGN_NAME = FIFO
export DESIGN_NICKNAME = FIFO
export VERILOG_FILES = /design/flow/design.v
export SDC_FILE = /design/flow/constraint.sdc
export NUM_CORES = 4
export LEC_CHECK = 1
export CORE_UTILIZATION = 30
--- /design/flow/constraint.sdc ---
current_design FIFO

set clk_period 6.1
set clk_io_pct 0.2

create_clock -name clk0 -period $clk_period [get_ports {Clock}]

set non_clock_inputs [all_inputs -no_clocks]
set_input_delay [expr $clk_period * $clk_io_pct] -clock clk0 $non_clock_inputs
set_output_delay [expr $clk_period * $clk_io_pct] -clock clk0 [all_outputs]
--- /design/flow/design.v ---
`timescale 1ns / 1ps
module FIFO #(parameter DEPTH = 16, 
parameter WIDTH = 3, 
parameter PTR_LEN = 4)(
    input   Clock,
    input   read_en,
    input   write_en,
    input   [WIDTH-1:0] write_data,
    input   reset,
    output  reg [WIDTH-1:0] read_data,
    output  fifo_full,
    output  fifo_empty
    );
reg [WIDTH-1:0] memory [0:DEPTH-1];
reg [PTR_LEN-1:0]read_ptr = 0;
reg [PTR_LEN-1:0]write_ptr = 0;
always @(posedge Clock)
begin
    if(reset == 1)
    begin
        read_data <= 0;
    end  
    else if(read_en == 1 && fifo_empty == 0)
    begin
        read_data <= memory[read_ptr];
        read_ptr <= read_ptr + 1;
    end
end
always @(posedge Clock)
begin
    if(write_en == 1 && fifo_full == 0)
    begin
        memory[write_ptr] <= write_data;
        write_ptr <= write_ptr + 1;
    end
end
assign fifo_empty = (read_ptr==write_ptr);
assign fifo_full  = ((write_ptr + 1'b1) == read_ptr);
endmodule
==> flow_summary.yaml <==
# flow metrics
synthesis:
  synthCells: 157
  postSynthAreaPerCell_um2: 17.1
  ys_seq_elements: 59
  ys_cells: 157
  synth_seq_share_pct: 65.0
  synth.cell_area_mm2: 0.00268
  yosys_area_mm2: 0.00268
  ys_warn_count: 1
  synth.distinct_cells: 31
timing:
  finalClockSkew_ns: 0.00391
  rsz0062_at_grt: "no"
  fin_crit_ns: 3.59
  hold_viol_final: 0
  tightest_slew_ns: 0.838
  finalSetupViolCount: 0
  fin_setup_tns_ns: 0
  hold_slack_ns: 0.453
  min_period_over_period_pct: 58.8
  max_slew_margin_pct: 43.4
  fin_ws_ns: 2.51
  slew_viol_final: 0
  fmax_mhz: 279
detailed_routing:
  routedWlPerCell_um: 15.6
  drt_pre_antenna_iters: 4
  remaining_drc_errors: 0
  drtIter0Drc: 69
  insertedDiodeCount: 0
  postRouteAntennaNets: 0
  vias: 1346
  via_per_inst: 4.74
  routed_wl_mm: 4.44
place:
  gp_congestion: 0.804
  placedCellCount: 268
  dp_hpwl_mm: 3.14
  io_buffers: 11
  pre_cts_ws_ns: 2.83
cts:
  holdBufCountCts: 0
  clkLatencyLatePin_ns: 0.33
  postCtsSetupBuffers: 0
  clk_path_buf_depth: 2
  cts_buffers: 9
  htree_levels: 3
  path_clk_slew_ns: 0.06
  clockRootBuffer: "clkbuf_8"
  cts_tree: "built"
  clock_sinks: 59
  ctsResizeCount: 0
global_routing:
  antenna_found_initial: 0
  grt_pass1_wl_mm: 7.11
  grt_use_total_pct: 11.0
  grt_max_degree: 17
  overflow: 0
  grt_pass1_vias: 1397
pwr:
  p_sw_share_pct: 26.1
  seqPwrFrac_pct: 48.4
  pwr_density_cell_mw_per_mm2: 346
  power.leakage_nw: 1.03
  intPower_w: 0.000786
  pwr-share-comb_pct: 16.0
  ir_worst_vdd_uv: 154
  pwr-share-clk_pct: 35.7
  finalPower_w: 0.00106
  p_sw_w: 0.000277
critical_path:
  critical_path_required_ns: 4.88
  reg2reg_from: "write_ptr[0]"
  cp_num_buf_inv: 1
  crit_arrival_ns: 2.37
  cp_slowest_stage_delay_ns: 0.65
  path_class: "reg2out"
  cp-end-kind: "primary output"
  setup.worst_path.start: "write_ptr[2]"
  path_cells: "and3_1 > xnor3_2 > nor3_1 > clkdlybuf4s50_1"
  crit_slowest_cell: "edfxtp_1"
  path_max_fanout: 16
  cp_top_family: "flip-flops"
  critPathLaunchType: "flop"
die:
  core_region_area_mm2: 0.00868
  die_w_um: 96.5
  rows: 34
  die_h_um: 96.5
  core_util_floorplan_pct: 30.9
  io-pin-count: 12
  die_area_mm2: 0.00931
final_layout:
  lay_top_count: "edfxtp_1"
  areaGrowthSynthToFinish_pct: 14.8
  layoutNonFillerInstCount: 284
  layout_top_cells: "edfxtp_1 (56), nand2_1 (13), nor3_1 (11), clkdlybuf4s50_1 (11), mux4_1 (10)"
  drive_gt1_share_pct: 13.6
flow_run:
  warnings: 28
  maxCapViolCount: 0
hold_path:
  hold_start: "read_data[1]"
  min_path_type: "reg2reg"
run_status:
  status: "finished, final reports clean"
-- Yosys cell counts --
master	number	area (um2)
nor3_1	11	55.1
edfxtp_1	56	1680
inv_1	3	11.3
and3_1	1	6.26
buf_12	1	20.0
nand3_1	1	5.00
nor3b_4	1	18.8
o41ai_4	1	27.5
nor3_4	1	16.3
nand2_1	13	48.8
mux4_2	2	45.0
clkbuf_1	1	3.75
inv_2	1	3.75
nor4_1	3	18.8
nor4b_1	4	35.0
buf_2	4	20.0
dfxtp_1	3	60.1
mux4_1	10	263
buf_6	2	22.5
clkbuf_2	1	5.00
ha_1	5	62.6
nor2b_1	4	25.0
xor2_1	8	70.1
a21o_1	3	22.5
a22oi_1	6	45.0
xnor3_2	1	23.8
nor2_1	2	7.51
and2_1	1	6.26
xnor2_1	3	26.3
a21oi_1	3	15.0
nand2b_1	1	6.26
-- layout make-up --
cell class                 count  area, um2
sequential                    59       1740
multi-input combinational     85        850
timing repair buffer          12        118
clock inverter                 7       91.3
inverter                       4       15.0
tap                          108        135
fill                         813       5600
clock buffer                   9        124
-- state kept, by name, indices dropped and copies added, names as in the netlist --
register   cells
memory        48
read_data      3
read_ptr       4
write_ptr      4
-- worst paths after layout --
kind | end | slack, ns | cells past startpoint
worst max-delay path | fifo_full | 2.51 | 4
worst min-delay path | read_data[1] | 0.45 | 2
worst max register to register | memory[9][2] | 3.70 | 6
worst min register to register | read_data[1] | 0.45 | 2
-- layer usage --
| layer | part of all wire (%) | global-route usage [%] |
|---|---|---|
| met1 | 43 | 14.8 |
| met2 | 50 | 17.7 |
| met3 | 4.9 | 4.30 |
| met4 | 2.5 | 2.08 |
| met5 | 0 | 0 |
-- worst reg2reg max path, delay by kind of cell (launching register included) --
kind,cells,cell delay (ns)
xor gates and xnor gates,1,0.13
DFF,1,0.43
and+or+nand+nor,3,1.04
buffers and inverters,1,0.10
adders and majority gates,1,0.33
-- power by group through the flow --
stage         registers (W)  clock network [W]  logic [W]
CTS                0.000514           0.000388   0.000171
global route       0.000520           0.000406   0.000188
finish             0.000514           0.000379   0.000170
-- through the flow --
step	instance area (um2)	util [%]
global route	3070	35.4
finish	3070	35.4
detailed placement	2860	32.9
global placement	2860	32.9
CTS	3070	35.4
floorplan	2680	-
-- cells by family (layout without fill, tap and decap cells) --
group                      after synthesis  count (layout)  share of synthesized area [%]
AOI/OAI and AO/OA                       13              13                           4.11
xor gates and xnor gates                12              12                           4.49
adders and majority gates                5               5                           2.34
buffers and inverters                   13              32                           3.22
DFF                                     59              59                           65.0
muxes                                   12              12                           11.5
and+or+nand+nor                         43              43                           9.30
No activity file was given, so power comes from the tool's default toggle rates.
