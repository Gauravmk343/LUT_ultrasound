$ cat flow/config.mk
export PLATFORM = sky130hd
export DESIGN_NAME = Adder_store
export DESIGN_NICKNAME = Adder_store
export VERILOG_FILES = /design/flow/design.v
export SDC_FILE = /design/flow/constraint.sdc
export NUM_CORES = 4
export LEC_CHECK = 1
export CORE_UTILIZATION = 30
$ cat flow/constraint.sdc
current_design Adder_store

set clk_period 8.0
set clk_io_pct 0.2

create_clock -name clk0 -period $clk_period [get_ports {Clk}]

set non_clock_inputs [all_inputs -no_clocks]
set_input_delay [expr $clk_period * $clk_io_pct] -clock clk0 $non_clock_inputs
set_output_delay [expr $clk_period * $clk_io_pct] -clock clk0 [all_outputs]
$ cat flow/design.v
`timescale 1ns / 1ps
module Adder_store#(
    parameter DEPTH = 16, 
    parameter WIDTH = 3, 
    parameter PTR_LEN = 4)(
    input [PTR_LEN-1:0] transducer_A_focal_point_in, 
    input [PTR_LEN-1:0] transducer_B_focal_point_in,
    input Clk, 
    input reset, 
    input [WIDTH-1:0] fifo_A_in,  
    input [WIDTH-1:0] fifo_B_in,
    input read_en_fifo_A, 
    input read_en_fifo_B, 
    input [PTR_LEN-1:0] focal_point,
    input fifo_empty_A_in, 
    input fifo_empty_B_in,
    output reg [PTR_LEN-1:0] output_data
    );
integer i; 
reg [PTR_LEN-1:0] image_storage [DEPTH-1:0]; 
reg extra_clock = 0;
always @ (posedge Clk) begin
    if(reset) begin 
        output_data <= 0; 
        extra_clock <= 0; 
        for (i = 0; i < DEPTH; i = i + 1) begin 
            image_storage [i] <= 4'b0000; 
        end
    end 
    else begin 
        if (!extra_clock & (read_en_fifo_A & read_en_fifo_B)) begin 
            if(!(fifo_empty_A_in|fifo_empty_B_in)) begin
                image_storage [transducer_A_focal_point_in] = image_storage [transducer_A_focal_point_in] + fifo_A_in; 
                image_storage [transducer_B_focal_point_in] = image_storage [transducer_B_focal_point_in] + fifo_B_in;
                output_data <= image_storage [focal_point];
            end
            else begin 
                extra_clock <= extra_clock + 1;
                image_storage [transducer_A_focal_point_in] = image_storage [transducer_A_focal_point_in] + fifo_A_in; 
                image_storage [transducer_B_focal_point_in] = image_storage [transducer_B_focal_point_in] + fifo_B_in;
                output_data <= image_storage [focal_point];
            end
        end
    end
end
endmodule
$ cat flow/run.sh
#!/bin/bash
# OpenROAD 26Q1-2900-gdf79404cd8, Yosys 0.63+post, stock flow scripts
make -C /OpenROAD-flow-scripts/flow DESIGN_CONFIG=/design/flow/config.mk WORK_HOME=/design/flow/orfs finish
==> impl_metrics.ini <==
; synthesis and place-and-route metrics
[outcome]
status = completed

[final_layout]
seq_area_um2 = 1380
fill_cells = 2287
comb_area_um2 = 4790
drive_gt1_share_pct = 11.8
synthToLayoutAreaGrowth_pct = 13.8

[pwr]
switching_share_pct = 33.6
powerDensity_nw_per_um2 = 144
power_frac_comb_pct = 25.5
total_power_mw = 1.09
power.internal_uw = 725
pwr-share-seq_pct = 33.5
p_clk_share_pct = 41.0
max-vdd-ir-drop_v = 0.000102
switchingPower_uw = 366
p_leak_nw = 2.47

[critical_path]
arrival_ns = 7.50
critPathMaxFanout = 34
crit_path_end_kind = flip-flop
cpMaxStageDelayCell = fa_1
cp_cell_sequence = clkdlybuf4s50_1 > buf_4 > and4b_1 > buf_4 > a22oi_1 > nand4_1 > o22a_1 > inv_1 > fa_1 > a21oi_1 > a21oi_1 > o221ai_1 > a2111oi_0 > a22oi_1 > fa_1 > xor2_1 > buf_4 > nor2_1 > a21oi_1 > nand2b_1 > o211ai_1 > o221ai_1 > o21ai_0 > a221oi_1
required_ns = 8.25
path_class = input port to flip-flop
slowest_delay_ns = 0.76
critPathLaunchType = input port

[drt]
drtIter0Drc = 821
via_per_inst = 6.43
dr.pass1.iters = 9
ant_nets = 0
dr_total_vias = 7863
wl_um = 33800
avgRoutedWirePerCell_um = 27.6
diodes = 0
drc = 0

[clock_network]
cts_root_buf = clkbuf_16
clk_latency_ns = 0.35
cts_tree = done
cts_sinks = 69
clk_path_buf_depth = 2
post_cts_buffers = 0
cts_made_buffers = 9
cts_resized = 0
clk_pin_slew_ns = 0.06
hold_buffers = 0
cts.htree.levels = 3

[sta]
fin_crit_sh_pct = 90.6
tns_ns = 0
setup_viol = 0
drv_slew = 0
rsz0062_at_grt = no
worst_slew_pin_slew_ns = 0.859
finalClockSkew_ns = 0.00851
post-route-min-period_ns = 7.25
hold_violations = 0
slew_headroom_pct = 42.0
fmax_mhz = 138

[synth]
synthTopCellsByCount = 116 x a21oi_1, 109 x nand2_1, 107 x nor2_1
ys_warn_count = 2
top_area_cell = dfxtp_1
top_cell_area_share_pct = 20.7
flop_cell = dfxtp_1
postSynthSeqShare_pct = 20.7
synth_top_cell_by_count = a21oi_1
syn_avg_cell_area_um2 = 7.07
top_cells_by_area = dfxtp_1 21%, a21oi_1 8.7%, nand2_1 6.1%
ys_cells = 944
edf_count = 0
numSynthFlops = 69
synthDistinctLibCells = 80
post_synth_instance_area_um2 = 6670
synthArstFlopShare_pct = 0
ys_area_um2 = 6670
syn_inst = 944

[placement]
port_buffers = 27
dpl.hpwl_um = 24300
gp_congestion = 1.02

[flow_run]
log.warning_count = 25
cap_violations = 0

[global_route]
antenna_found_initial = 0
grt_max_degree = 58
grt_pass1_wl_um = 49900
grt_pass1_vias = 7438
grt_usage_pct = 31.0
grt_overflow = 0

[die]
ios = 28
core_um2 = 21800
fp_util_pct = 30.6
fp.dieArea_um2 = 22800
die_w_um = 151
row_count = 54
die_h_um = 151

[worst_hold_path]
hp-class = flip-flop to flip-flop
-- registers in the layout (all words and copies together) (netlist names) --
signal / count
output_data: 4
extra_clock: 1
image_storage: 64
-- metrics by stage --
stage | hold slack (ns) | cells | worst slack [ns] | util (%) | instance area (um2)
final | 0.481 | 1223 | 0.750 | 34.8 | 7590
after global placement | 0.467 | 1208 | 0.637 | 33.4 | 7280
after floorplan | 0.444 | 944 | 1.17 | - | 6670
after CTS | 0.484 | 1223 | 0.930 | 34.8 | 7590
after detailed placement | 0.475 | 1208 | 0.581 | 33.4 | 7280
after global routing | 0.501 | 1223 | 0.296 | 34.8 | 7590
-- path summary, 6_finish.rpt --
path	start	to	slack [ns]	cells past startpoint
setup / recovery	transducer_A_focal_point_in[3]	output_data[2]	0.75	24
hold / removal	image_storage[12][2]	image_storage[12][2]	0.48	2
setup reg to reg	image_storage[15][0]	output_data[2]	2.97	22
hold reg to reg	image_storage[12][2]	image_storage[12][2]	0.48	2
-- cell families (layout without fill, tap and decap cells) --
family | after synthesis | in the layout | share of synthesized area (%)
adder cells (fa/ha/maj) | 8 | 8 | 1.73
buffers and inverters | 112 | 111 | 7.71
flip-flops | 69 | 69 | 20.7
multiplexers | 40 | 40 | 6.45
XOR/XNOR | 4 | 4 | 0.525
AND-OR/OR-AND | 304 | 304 | 29.4
AND/OR/NAND/NOR | 407 | 407 | 33.5
-- worst max-delay path, delay by kind of cell --
kind                     cells  cell delay, ns
XOR/XNOR                     1            0.19
AND-OR/OR-AND               12            2.30
adder cells (fa/ha/maj)      2            1.22
AND/OR/NAND/NOR              4            0.91
buffers and inverters        5            1.29
-- power groups by stage --
stage | clock, mW | sequential (mW) | combinational, mW
CTS | 0.454 | 0.366 | 0.271
global route | 0.466 | 0.367 | 0.295
finish | 0.447 | 0.366 | 0.279
-- final cells by class --
cell class                      instances  share of cell area [%]
Clock inverter                          4                   0.956
Sequential cell                        69                    18.2
Timing Repair Buffer                   88                    9.52
Multi-Input combinational cell        763                    63.1
Inverter                                8                   0.395
Tap cell                              280                    4.61
Clock buffer                           11                    3.20
-- per-layer routing --
layer,vias to the layer above,global-route usage [%],routed length (um),share of wire (%)
met5,-,0,0,0
met4,0,15.2,2080,6.2
met3,140,7.80,3200,9.5
met2,494,45.7,14400,43
met1,3684,42.3,14100,42
li1,3545,-,-,-
-- layout by cell type, fill, tap and decap left out, drive strengths merged, types with 7 or more instances in the layout --
| cell | n |
|---|---|
| nor2 | 107 |
| o22ai | 28 |
| nor4 | 11 |
| o21ai | 35 |
| nand4b | 8 |
| nand4 | 33 |
| nand3b | 12 |
| nand3 | 27 |
| mux2i | 34 |
| a22oi | 28 |
| nor3 | 13 |
| clkbuf | 11 |
| a21oi | 117 |
| buf | 62 |
| nand2 | 109 |
| and4b | 9 |
| inv | 8 |
| or4b | 7 |
| nand4bb | 7 |
| a211oi | 19 |
| clkdlybuf4s50 | 26 |
| dfxtp | 69 |
| o211ai | 9 |
| a31o | 9 |
| nor4b | 9 |
| a31oi | 11 |
| nand2b | 8 |
Power is estimated from default activity; no workload was simulated.
